**flow/config.mk**
```make
export PLATFORM = sky130hd
export DESIGN_NAME = moesi_fsm
export DESIGN_NICKNAME = moesi_fsm
export VERILOG_FILES = /design/flow/design.v
export SDC_FILE = /design/flow/constraint.sdc
export NUM_CORES = 4
export LEC_CHECK = 1
export CORE_AREA = 10 10 70 70
export DIE_AREA = 0 0 80 80
export SYNTH_HDL_FRONTEND = slang
```
**flow/constraint.sdc**
```tcl
current_design moesi_fsm

set clk_period 1.9
set clk_io_pct 0.2

create_clock -name clk0 -period $clk_period [get_ports {clk}]

set non_clock_inputs [all_inputs -no_clocks]
set_input_delay [expr $clk_period * $clk_io_pct] -clock clk0 $non_clock_inputs
set_output_delay [expr $clk_period * $clk_io_pct] -clock clk0 [all_outputs]
```
**flow/design.v**
```verilog
module moesi_fsm #(
                   parameter MOESI_WID = 3
                  )(
                    input                          read_miss,
                    input                          write_miss,
                    input                          write_hit,
                    input                          shared,
                    input                          exclusive,
                    input                          probe_write_hit,
                    input                          probe_read_hit,
                    input                          reset,
                    input                          clk,
                    input      [MOESI_WID - 1 : 0] current_moesi,
                    output reg [MOESI_WID - 1 : 0] updated_moesi
                  );
  parameter INVALID   = 3'b000;
  parameter SHARED    = 3'b001;
  parameter EXCLUSIVE = 3'b010;
  parameter MODIFIED  = 3'b011;
  parameter OWNED     = 3'b100;
  always @(posedge clk) begin
    if (!reset) begin
      updated_moesi <= INVALID;
    end else begin
      case (current_moesi)
        INVALID : begin
          if (read_miss && exclusive)
            updated_moesi <= EXCLUSIVE;
          else if (read_miss && shared)
            updated_moesi <= SHARED;
		  else if( write_miss)
	        updated_moesi <= MODIFIED;
          else
            updated_moesi <= INVALID;
        end
        SHARED : begin
          if (probe_write_hit)
            updated_moesi <= INVALID;
          else if (write_hit)
            updated_moesi <= MODIFIED;
          else
            updated_moesi <= SHARED;
        end
        EXCLUSIVE : begin
          if (probe_write_hit)
            updated_moesi <= INVALID;
          else if (write_hit)
            updated_moesi <= MODIFIED;
          else if (probe_read_hit)
            updated_moesi <= SHARED;
          else
            updated_moesi <= EXCLUSIVE;
        end
        MODIFIED : begin
          if (probe_write_hit)
            updated_moesi <= INVALID;
          else if (probe_read_hit)
            updated_moesi <= OWNED;
          else
            updated_moesi <= MODIFIED;
        end
        OWNED : begin
          if (write_hit)
            updated_moesi <= MODIFIED;
          else if (probe_write_hit)
            updated_moesi <= INVALID;
          else
            updated_moesi <= OWNED;
        end
        default : 
          updated_moesi <= INVALID;
      endcase
    end
  end
endmodule
```
**flow/run.sh**
```bash
#!/bin/bash
# OpenROAD 26Q1-2900-gdf79404cd8, Yosys 0.63+post, stock flow scripts
make -C /OpenROAD-flow-scripts/flow DESIGN_CONFIG=/design/flow/config.mk WORK_HOME=/design/flow/orfs finish
```
==> impl_metrics.yaml <==
# physical design summary
status:
  status: "finished clean"
routing:
  wl_met3_um: 121
  viasPerCell: 2.89
  first_pass_iters: 4
  wl_met1_um: 286
  vias: 254
  wl_per_cell_um: 8.05
  drt_wl_total_um: 708
  drt_iter0_markers: 6
  ant_nets: 0
  num_antenna_cells: 0
  top_layer_used: "met4"
  dr_wl_met2_um: 293
  route.detailed.drc: 0
layout:
  drive_gt1_frac: 0.119
  top_register: "updated_moesi"
  final_cells: 88
  syn2layout_area_growth_pct: 109
  largest_reg_flops: 3
  num-fill-cells: 394
  final_util: 0.126
  reg_top3: "updated_moesi x3"
clocking:
  cts.sinks: 3
  clockBufferDepth: 2
  cts-buffers-inserted: 3
  htreeDepth: 1
  cts-hold-fix-buffers: 0
  cts_setup_buffers: 0
  cts_resized: 0
  cts_root_buffer: "clkbuf_4"
  clk_pin_slew_ns: 0.04
  cts_tree: "built"
synth:
  postSynthAreaPerCell_um2: 8.55
  synth_seq_share: 0.293
  common_cells: "dfxtp_1, nand3_1, o211ai_1, o21ai_0"
  synth_top_cell_by_area: "dfxtp_1"
  ys_sh_xor: 0
  ys_sh_simple: 0.445
  edf_count: 0
  yosys-stat-cells: 24
  top_logic_kind: "simple AND/OR/NAND/NOR gates"
  synth_cell_types: 18
  syn_inst: 24
  ys_warn_count: 0
  ys_sh_adder: 0
  ys_ff: 3
  ys.flop_type: "dfxtp_1"
  area_leaders: "dfxtp_1, nand3_1, nor4b_2"
  yosys.area_share.aoi: 0.262
  ys_sh_mux: 0
  ys_chip_area_um2: 205
  netlist_area_um2: 205
  top_cell_area_share: 0.293
  async_flop_share: 0
run:
  maxCapViolations: 0
  warnings: 25
timing:
  hold_ws_ns: 0.795
  rsz0062_at_grt: "false"
  period_needed_ns: 1.59
  final.period_utilization: 0.834
  report.final.hold_viol_count: 0
  max_freq_ghz: 0.631
  relSlewSlack: 0.816
  tightest_slew_ns: 0.275
  final-setup-viol-count: 0
  finalMaxSlewViolations: 0
  setup_tns_ns: 0
die:
  core-area_um2: 3420
  die_h_um: 80
  fp-utilization: 0.0601
  die_w_um: 80
  io-pin-count: 15
  die-area_um2: 6400
  rows: 21
setup_path:
  crit_fanout: 7
  crit_arrival_ns: 1.76
  path_class: "in2reg"
  crit_path_end_kind: "flop"
  cp_data_required_time_ns: 2.07
  startpoint_type: "input port"
global_routing:
  track_usage: 0.0215
  antenna_found_initial: 0
  grt_pass1_wl_mm: 1.15
  grt_pass1_vias: 249
  grt_overflow_total: 0
  grt_max_degree: 8
pwr:
  peakVddDrop_uv: 75.8
  p_total_uw: 230
  power_leakage_nw: 0.145
  power_density_nw_per_um2: 536
worst_hold_path:
  holdCritPathClass: "in2reg"
place:
  gp_congestion: 0.799
  io_buffers: 14
  dp_cells: 84
  dpl.hpwl_um: 554
-- final cells by class --
cell class                 count  area [um^2]  area share
multi-input combinational     21          145       0.338
timing repair buffer          14          140       0.327
sequential                     3         60.1       0.140
tap                           46         57.6       0.134
clock buffer                   4         26.3      0.0612
-- power breakdown --
part	switching [mW]	total, mW	internal (mW)
logic	0.0170	0.0505	0.0334
clock network	0.0338	0.113	0.0788
registers	0.000630	0.0670	0.0664
-- worst paths after layout --
| path | from | slack (ns) | endpoint | cells after the start |
|---|---|---|---|---|
| worst min-delay path | probe_write_hit | 0.80 | updated_moesi[2] | 2 |
| worst max-delay path | current_moesi[1] | 0.31 | updated_moesi[0] | 4 |
-- per-layer routing --
layer | vias to the layer above | GRT usage
met5 | - | 0
met4 | 0 | 0.00880
met3 | 2 | 0.0102
met2 | 18 | 0.0313
met1 | 103 | 0.0266
li1 | 131 | -
-- per-stage QoR --
| step | area (um^2) | setup WS (ns) |
|---|---|---|
| after floorplan | 205 | 0.749 |
| after global placement | 403 | 0.128 |
| after detailed placement | 403 | 0.109 |
| after CTS | 429 | 0.343 |
| after global routing | 429 | 0.217 |
| final | 429 | 0.315 |
-- critical path: stages --
cell	delay (ns)
clkdlybuf4s50_1	0.54
nor4b_2	0.37
or3b_1	0.38
nand3_1	0.09
-- cells in the final DEF, fill, tap and decap left out, types with 2 or more instances in the layout --
| master | instances |
|---|---|
| clkbuf_4 | 3 |
| clkdlybuf4s50_1 | 14 |
| o21ai_0 | 2 |
| nand3_1 | 3 |
| dfxtp_1 | 3 |
| o211ai_1 | 2 |
-- kinds of logic (layout without fill, tap and decap cells) --
group           Yosys count  after routing
buf+inv                   0             18
compound gates            8              8
simple gates             13             13
flops                     3              3
Power and IR drop assume default switching activity.
